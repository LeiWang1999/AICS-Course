$ cat ./constraint.sdc
current_design serial_pe

set clk_period 19.3
set clk_io_pct 0.2

create_clock -name clk0 -period $clk_period [get_ports {clk}]

set non_clock_inputs [all_inputs -no_clocks]
set_input_delay [expr $clk_period * $clk_io_pct] -clock clk0 $non_clock_inputs
set_output_delay [expr $clk_period * $clk_io_pct] -clock clk0 [all_outputs]
$ cat ./config.mk
export PLATFORM = sky130hd
export DESIGN_NAME = serial_pe
export DESIGN_NICKNAME = serial_pe
export VERILOG_FILES = /design/flow/design.v
export SDC_FILE = /design/flow/constraint.sdc
export NUM_CORES = 4
export LEC_CHECK = 1
export CORE_UTILIZATION = 40
$ cat ./design.v
module serial_pe(
  input                clk,
  input                rst_n,
  input  signed [15:0] neuron,   
  input  signed [15:0] weight,   
  input         [ 1:0] ctl,      
  input                vld_i,    
  output        [31:0] result,  
  output reg           vld_o     
);
wire signed [31:0] mult_res = neuron * weight;
reg [31:0] psum_r;
wire [31:0] psum_d = ctl[0] ? mult_res : mult_res + psum_r;
always@(posedge clk or negedge rst_n)
if(!rst_n) begin
  psum_r <= 32'h0;
end else if(vld_i) begin
  psum_r <= psum_d;
end
always@(posedge clk or negedge rst_n)
if(!rst_n) begin
  vld_o <= 1'b0;
end else if(ctl[1]) begin
  vld_o <= 1'b1;
end else begin
  vld_o <= 1'b0;
end
assign result = psum_r;
endmodule
$ cat ./run.sh
#!/bin/bash
# OpenROAD 26Q1-2900-gdf79404cd8, Yosys 0.63+post, stock flow scripts
make -C /OpenROAD-flow-scripts/flow DESIGN_CONFIG=/design/flow/config.mk WORK_HOME=/design/flow/orfs finish
==> impl_metrics.toml <==
# synthesis and place-and-route metrics
[outcome]
status = "finished clean"

[detailed_routing]
routed-wl-met3_um = 1080
wl_per_cell_um = 15.2
ant_nets = 0
antenna_cells = 0
dr_wl_met2_um = 15000
drt-vias-per-instance = 5.06
routed.top_layer = "met4"
routed_wl_um = 28800
drc = 0
vias = 9626
drt_iter0_markers = 360
wl_met1_um = 12300
dr.pass1.iters = 4

[critical_path]
critPathMostFrequentCell = "fa_1"
critPathRequiredTime_ns = 19.47
cp_max_fo = 16
r2r_cells = 12
critPathKind = "primary input to flip-flop"
slowest_delay_ns = 0.79
cp-start-kind = "primary input"
cpMaxStageDelayCell = "clkdlybuf4s50_1"
crit_arrival_ns = 12.36
worstReg2RegStart = "psum_r[0]"
rr_endpoint = "psum_r[30]"
critPathCaptureType = "flip-flop"
reg2reg_setup_slack_ns = 15.90

[min_path]
holdPathStages = 2
hold_class = "flip-flop to flip-flop"
min_to = "psum_r[28]"
min-delay-start = "psum_r[28]"

[yosys]
top_area_frac = 0.409
yosys.cell_types.count = 65
async_flop_share = 1.00
yosys_cells = 1465
synth.top_cells.by_area = "fa_1, ha_1, inv_1"
syn_area_um2 = 12900
ys_warn_count = 1
ys_area_um2 = 12900
ys_seq_elements = 33
synthCells = 1465
largest_area_cell = "fa_1"
synth-edff-count = 0
flop_cell = "dfrtp_1"
synth_area_per_cell_um2 = 8.80
synth_seq_share = 0.0641

[placement]
dp_hpwl_um = 24100
io_buffers = 69
gp_congestion = 0.877
placed_area_um2 = 13900

[cts]
clock_path_buffers = 2
cts-root-buf = "clkbuf_16"
cts_sinks = 33
ctsResizeCount = 0
clkTransAtPathRegs_ns = 0.06
tritoncts = "yes"
cts_buffers = 5
insertion_delay_ns = 0.29
cts_setup_buffers = 0
ctsHoldBuffers = 0
htreeDepth = 2

[global_routing]
grt.overflow.total = 0
grt_max_degree = 52
grt_use_total = 0.196
grt_pass1_vias = 10000
antenna_found_initial = 0
grt_pass1_wl_um = 49400

[finish]
final_layout_size_suffix_gt1_frac = 0.0193
lay_top_count = "inv_1"
fin_area_um2 = 14100
synthToLayoutAreaGrowth_pct = 9.11
lay_top_cells = "inv_1, fa_1, nand2_1, and2_1, ha_1"

[sta]
max_clock_freq_ghz = 0.0820
setup_violations = 0
rsz0062_at_grt = "no"
fin_skew_ns = 0.00721
hold_viol = 0
slew_viol_final = 0
max_slew.worst_pin.slew_ns = 0.755
fin_crit_sh = 0.632
tns_ns = 0
relSlewSlack = 0.495
min_period_ns = 12.19

[die]
core_um2 = 31600
initial_utilization = 0.407
rows = 65
die_area_um2 = 32900
fp.dieW_um = 181
ios = 70
chipHeight_um = 181

[flow_run]
maxCapViolCount = 0
warnings = 27

[pwr]
synth_stat cells, drive strengths merged, types with 2 or more instances:
cell type	n
o221ai	3
o211ai	7
o2bb2ai	3
o2111ai	4
clkbuf	40
or4	3
buf	7
o21a	8
a21oi	77
nor3	12
a211oi	7
mux2i	6
o21bai	7
a22oi	3
inv	317
xor2	15
and2	127
nand3	12
nand2b	8
nand4	5
ha	115
a21boi	3
and4	2
o31ai	2
nand2	161
fa	263
and3	4
a21o	28
or2	3
nor2	68
o21ai	39
xnor2	43
a31oi	7
a2111oi	2
or3	3
o31a	4
dfrtp	33
mux2	2
cell type report:
type | instances | area, um2
clock buffers | 7 | 153
clock inverters | 1 | 5.00
fillers | 3056 | 17600
inverters | 317 | 1190
multi-input cells | 1068 | 10700
flip-flops and latches | 33 | 826
well taps | 402 | 503
repair buffers | 73 | 711
state kept, by name, indices dropped and copies added (netlist names):
register,cells
psum_r,32
vld_o,1
through the flow:
stage	hold slack (ns)	instances	utilization	worst slack [ns]
6_report	0.533	1901	0.444	7.11
3_5_place_dp	0.523	1893	0.439	6.89
5_1_grt	0.577	1901	0.444	6.59
2_1_floorplan	0.459	1465	-	8.23
3_3_place_gp	0.522	1893	0.439	7.00
4_1_cts	0.542	1901	0.444	7.13
per-layer routing:
metal	global-route usage	vias up
li1	-	4594
met1	0.286	4827
met2	0.334	181
met3	0.0262	24
met4	0.0214	0
met5	0	-
worst max-delay path by stage:
stage / startpoint / end / slack, ns / depth (start not counted)
after CTS: neuron[7] / psum_r[31] / 7.13 / 32
after global routing: neuron[13] / psum_r[31] / 6.59 / 30
final: neuron[8] / psum_r[31] / 7.11 / 31
logic make-up (layout without fill, tap and decap cells):
logic type / Yosys count / count (layout) / share of synthesized area
AND/OR/NAND/NOR: 411 / 411 / 0.154
adder cells (fa/ha/maj): 378 / 378 / 0.520
flip-flops: 33 / 33 / 0.0641
XOR/XNOR: 58 / 58 / 0.0394
multiplexers: 8 / 8 / 0.00641
AND-OR/OR-AND: 213 / 213 / 0.108
buffers and inverters: 364 / 398 / 0.108
critical path, delay by kind of cell:
| family | cells | cell delay, ns |
|---|---|---|
| simple gates | 6 | 1.32 |
| fa+ha+maj | 8 | 3.55 |
| compound gates | 11 | 2.41 |
| mux | 1 | 0.23 |
| buf+inv | 5 | 1.00 |
