**/design/flow/design.v**
```verilog
module matrix_pe(
  input                 clk,
  input                 rst_n,
  input         [511:0] nram_mpe_neuron,
  input                 nram_mpe_neuron_valid,
  output                nram_mpe_neuron_ready,
  input         [511:0] wram_mpe_weight,
  input                 wram_mpe_weight_valid,
  output                wram_mpe_weight_ready,
  input         [  7:0] ib_ctl_uop,                 
  input                 ib_ctl_uop_valid,
  output reg            ib_ctl_uop_ready,
  output        [ 31:0] result,
  output                vld_o
);
wire [1:0] pe_ctl;
reg inst_vld;
wire pe_vld_i = inst_vld && nram_mpe_neuron_valid && wram_mpe_weight_valid;   
reg [7:0] inst;
always@(posedge clk or negedge rst_n) begin
  if(!rst_n) begin
    inst <= 1'b0;
    inst_vld <= 1'b0;
  end else if(ib_ctl_uop_valid && nram_mpe_neuron_valid && wram_mpe_weight_valid) begin
    inst <= ib_ctl_uop;
    inst_vld <= 1'b1;
  end else if(pe_ctl[1] && pe_vld_i ) begin   
    inst <= 1'b0;
    inst_vld <= 1'b0;
  end
end
reg [7:0] iter;
always@(posedge clk or negedge rst_n) begin
  if(!rst_n) begin
    iter <= 8'b0;
  end else if(pe_ctl[1] && pe_vld_i ) begin  
    iter <= 8'b0;
  end else if(pe_vld_i && nram_mpe_neuron_valid && wram_mpe_weight_valid) begin
    iter <= iter + 1'b1;
  end
end
always@(posedge clk or negedge rst_n) begin
  if(!rst_n) begin
    ib_ctl_uop_ready <= 1'b0;
  end else if(pe_ctl[1]) begin
    ib_ctl_uop_ready <= 1'b1;
  end else if(ib_ctl_uop_ready) begin
    ib_ctl_uop_ready <= 1'b0;
  end
end
wire [511:0] pe_neuron = nram_mpe_neuron;
wire [511:0] pe_weight = wram_mpe_weight;
assign pe_ctl[0] = (iter[7:0] == 8'h0) && nram_mpe_neuron_valid && wram_mpe_weight_valid ;
assign pe_ctl[1] = (iter[7:0] == (inst[7:0] - 1'b1)) && nram_mpe_neuron_valid && wram_mpe_weight_valid ;
wire [31:0] pe_result;
wire pe_vld_o;
parallel_pe u_parallel_pe (
  .clk                  (clk      ),
  .rst_n                (rst_n    ),
  .neuron               (pe_neuron),
  .weight               (pe_weight),
  .ctl                  (pe_ctl   ),
  .vld_i                (pe_vld_i ),
  .result               (pe_result),
  .vld_o                (pe_vld_o )
);
assign nram_mpe_neuron_ready = pe_vld_i; 
assign wram_mpe_weight_ready = pe_vld_i; 
assign result = pe_result;
assign vld_o = pe_vld_o;
endmodule
module parallel_pe(
  input                 clk,
  input                 rst_n,
  input         [511:0] neuron,
  input         [511:0] weight,
  input         [  1:0] ctl,
  input                 vld_i,
  output        [ 31:0] result,
  output reg            vld_o
);
wire [1023:0] mult_result;
pe_mult u_pe_mult(
  .mult_neuron (neuron),
  .mult_weight (weight),
  .mult_result (mult_result)
);
wire [31:0] acc_result;
pe_acc u_pe_acc(
  .mult_result (mult_result),
  .acc_result  (acc_result)
);
reg [31:0] psum_r;
wire [31:0] psum_d = ctl[0] ? acc_result : acc_result + psum_r;
always@(posedge clk or negedge rst_n)
if(!rst_n) begin
  psum_r <= 32'h0;
end else if(vld_i) begin
  psum_r <= psum_d;
end
always@(posedge clk or negedge rst_n)
if(!rst_n) begin
  vld_o <= 1'b0;
end else if(ctl[1]) begin
  vld_o <= 1'b1;
end else begin
  vld_o <= 1'b0;
end
assign result = psum_r;
endmodule
module pe_acc(
  input  [1023:0] mult_result,
  output [  31:0] acc_result
);
genvar i;
genvar j;
wire [31:0] int16_result[5:0][31:0];
for(i=0; i<=5; i=i+1)
begin:int16_add_tree
  for(j=0; j<(32/(2**i)); j=j+1)
  begin:int16_adder
    if(i==0) begin
      assign int16_result[0][j] = mult_result[31+32*j:0+32*j];
    end else begin
      assign int16_result[i][j] = int16_result[i-1][j*2] + int16_result[i-1][j*2 + 1];
    end
  end
end
assign acc_result = int16_result[5][0];
endmodule
module pe_mult(
  input  [ 511:0] mult_neuron,
  input  [ 511:0] mult_weight,
  output [1023:0] mult_result
);
genvar i;
wire signed [15:0] int16_neuron[31:0];
wire signed [15:0] int16_weight[31:0];
wire signed [31:0] int16_mult_result[31:0];
generate
  for(i=0; i<32; i=i+1)
  begin:int16_mult
    assign int16_neuron[i][15:0] = mult_neuron[15+16*i:0+16*i];
    assign int16_weight[i][15:0] = mult_weight[15+16*i:0+16*i];
    assign int16_mult_result[i] = int16_neuron[i] * int16_weight[i];
    assign mult_result[31+32*i:0+32*i] = int16_mult_result[i];
  end
endgenerate
endmodule
```
**/design/flow/run.sh**
```bash
#!/bin/bash
# OpenROAD 26Q1-2900-gdf79404cd8, Yosys 0.63+post, stock flow scripts
make -C /OpenROAD-flow-scripts/flow DESIGN_CONFIG=/design/flow/config.mk WORK_HOME=/design/flow/orfs finish
```
**/design/flow/config.mk**
```make
export PLATFORM = sky130hd
export DESIGN_NAME = matrix_pe
export DESIGN_NICKNAME = matrix_pe
export VERILOG_FILES = /design/flow/design.v
export SDC_FILE = /design/flow/constraint.sdc
export NUM_CORES = 4
export LEC_CHECK = 1
export CORE_UTILIZATION = 50
```
**/design/flow/constraint.sdc**
```tcl
current_design matrix_pe

set clk_period 24.5
set clk_io_pct 0.2

create_clock -name clk0 -period $clk_period [get_ports {clk}]

set non_clock_inputs [all_inputs -no_clocks]
set_input_delay [expr $clk_period * $clk_io_pct] -clock clk0 $non_clock_inputs
set_output_delay [expr $clk_period * $clk_io_pct] -clock clk0 [all_outputs]
```
==> flow_metrics.env <==
# implementation run metrics
export IMPL_critPathLaunchType="input pin"
export IMPL_relSlewSlack_pct=28.50
export IMPL_final_max_tran_viols=0
export IMPL_finalCriticalPeriod_ns=19.67
export IMPL_clock_latency_late_pin_ns=0.36
export IMPL_ctsRootBufferMaster="clkbuf_16"
export IMPL_hold_viol_final=0
export IMPL_run_status="complete, no violations"
export IMPL_worst_hold_path_type="reg2reg"
export IMPL_worstSetupEndpoint="u_parallel_pe.psum_r[31]$_DFFE_PN0P_"
export IMPL_post_synth_top_area_fraction_pct=64.49
export IMPL_ctsLongestPathBuffers=2
export IMPL_synth_yosys_num_cells=32170
export IMPL_postLayoutCellArea_um2=337000
export IMPL_grt_antenna_before_repair=191
export IMPL_fin_worst_skew_ns=0.02771
export IMPL_setup_viol=0
export IMPL_die_area_um2=633300
export IMPL_synth_main_ff_cell="dfrtp_1"
export IMPL_placed_cell_area_um2=336600
export IMPL_ys_warnings_count=4
export IMPL_yosys_register_bits=50
export IMPL_post_cts_setup_buffers=0
export IMPL_synth_async_reset_ratio_pct=100.0
export IMPL_cts_hold_buf=0
export IMPL_cp_depth=42
export IMPL_cp_data_arrival_time_ns=19.90
export IMPL_grt_pass1_wl_mm=1703
export IMPL_cp_data_required_time_ns=24.73
export IMPL_timing_critical_path_fanout_max=16
export IMPL_ys_area_um2=315100
export IMPL_crit_reg2reg_launch="u_parallel_pe.psum_r[0]$_DFFE_PN0P_"
export IMPL_cp_peak_stage_delay_ns=1.05
export IMPL_drv_cap=0
export IMPL_initial_core_util_pct=50.19
export IMPL_placed_cells=41110
export IMPL_drt_iter0_drc=9355
export IMPL_yosys_cell_types_count=61
export IMPL_via_per_inst=5.080
export IMPL_routabilityCongestion=1.089
export IMPL_timing_reg2reg_worst_path_depth=13
export IMPL_area_growth_synth_to_final_pct=6.956
export IMPL_common_cells="inv_1, fa_1, nand2_1"
export IMPL_ant_nets=0
export IMPL_warning_count=68
export IMPL_post_route_worst_setup_slack_ns=4.828
export IMPL_cp_startpoint="nram_mpe_neuron[143]"
export IMPL_crit_type="in2reg"
export IMPL_setup_worst_path_end_class="flip-flop"
export IMPL_post_syn_area_per_cell_um2=9.794
export IMPL_htreeDepth=2
export IMPL_clock_tree_from_tritoncts="yes"
export IMPL_tritoncts_num_buffers=5
export IMPL_gr_total_overflow=0
export IMPL_timing_critical_path_slowest_stage_cell="fa_1"
export IMPL_netlist_top_cells_area="fa_1, inv_1, and2_1, ha_1, nand2_1"
export IMPL_r2r_setup_slack_ns=20.01
export IMPL_design_portCount=1073
export IMPL_dr_total_vias=209400
export IMPL_clock_sinks=50
export IMPL_clkTransAtPathRegs_ns=0.09
export IMPL_fin_hold_ws_ns=0.5069
export IMPL_worst_slack_placed_ns=4.498
export IMPL_io_buffers=1072
export IMPL_vias_in_the_first_global_route=239300
export IMPL_synth_most_common_cell="inv_1"
export IMPL_timing_critical_path_mode_cell="fa_1"
export IMPL_worst_slew_pin_slew_ns=1.069
export IMPL_cpLargestDelayFamily="adder cells"
export IMPL_core_rowCount=291
export IMPL_r2r_end="u_parallel_pe.psum_r[31]$_DFFE_PN0P_"
export IMPL_max_freq_ghz=0.05083
export IMPL_grt_setup_unrepaired="no"
export IMPL_critical_path_n_buffers_inverters=9
export IMPL_largest_net_degree_at_the_start_of_global_routing=52
export IMPL_post_cts_resized_instances=0
export IMPL_final_tns_setup_ns=0
export IMPL_routed_wire_length_per_instance_um=28.20
export IMPL_first_pass_iters=8
export IMPL_drc=0
export IMPL_drive_gt1_share_pct=1.807
export IMPL_post_synth_instance_area_um2=315100
export IMPL_floorplan_die_height_um=795.8
export IMPL_stdcell_count=41220
export IMPL_edf_count=0
export IMPL_place_hpwl_mm=1041
export IMPL_track_usage_pct=42.27
export IMPL_ys_seq_share_pct=0.3971
export IMPL_fin_crit_sh_pct=80.29
export IMPL_dominant_cell_type_by_area_after_synthesis="fa_1"
export IMPL_synth_cells=32170
export IMPL_core_area_um2=627700
export IMPL_die_width_um=795.8
export IMPL_wl_mm=1162
[worst register-to-register path: cells and delay by family, from the launching register on]
family / cells / cell delay, ns
AOI/OAI and AO/OA: 10 / 2.71
DFF: 1 / 0.61
adders and majority gates: 1 / 0.36
and+or+nand+nor: 1 / 0.12
muxes: 1 / 0.57
[layout make-up]
class	count	area (um^2)
Antenna cell	98	245.2
Clock buffer	5	125.1
Clock inverter	3	28.78
Fill cell	56420	290700
Inverter	10160	38140
Multi-Input combinational cell	20910	271800
Sequential cell	50	1251
Tap cell	8350	10450
Timing Repair Buffer	1636	14960
[worst min path at each step]
| stage | from | end | slack (ns) | cells after the start |
|---|---|---|---|---|
| final | inst_vld$_DFFE_PN0P_ | inst_vld$_DFFE_PN0P_ | 0.51 | 1 |
| after global routing | inst_vld$_DFFE_PN0P_ | inst_vld$_DFFE_PN0P_ | 0.54 | 1 |
| after CTS | inst_vld$_DFFE_PN0P_ | inst_vld$_DFFE_PN0P_ | 0.51 | 1 |
[state kept, by name (all words and copies together) (netlist names)]
register,count
ib_ctl_uop_ready,1
iter,8
inst_vld,1
inst,8
u_parallel_pe.psum_r,32
[metrics by stage]
stage                     util (%)
final                        53.68
after floorplan                  -
after global placement       53.62
after CTS                    53.64
after global routing         53.67
after detailed placement     53.62
[routing by layer]
metal	GRT usage (%)	vias up	share of wire [%]
met3	25.46	1531	15
met4	17.96	78	6.1
met1	56.73	109900	34
met2	58.69	9154	45
li1	-	88750	-
met5	1.883	-	0.14
[logic make-up (layout without fill, tap and decap cells)]
group,after synthesis,count (layout),share of synthesized area [%]
buf+inv,11210,11800,13.35
mux,2,2,0.01152
flops,50,50,0.3971
xor+xnor,492,492,1.377
fa+ha+maj,11790,11790,71.01
other cells,0,98,0
compound gates,248,248,0.4984
simple gates,8379,8379,13.35
[cell usage in the layout (no fill, tap or decap), drive strengths merged, types with 70 or more instances in the layout]
cell type	count
nand2	4027
diode	98
clkdlybuf4s50	1071
xnor2	422
nor2b	140
buf	565
nor2	105
and2	3724
inv	10160
a21oi	70
ha	1643
fa	10150
nand2b	326
